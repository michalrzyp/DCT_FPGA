===== constraint.sdc =====
current_design MUX

set clk_period 2.3
set clk_io_pct 0.2

create_clock -name clk0 -period $clk_period [get_ports {CLK}]

set non_clock_inputs [all_inputs -no_clocks]
set_input_delay [expr $clk_period * $clk_io_pct] -clock clk0 $non_clock_inputs
set_output_delay [expr $clk_period * $clk_io_pct] -clock clk0 [all_outputs]

===== config.mk =====
export PLATFORM = sky130hd
export DESIGN_NAME = MUX
export DESIGN_NICKNAME = MUX
export VERILOG_FILES = /design/flow/design.v
export SDC_FILE = /design/flow/constraint.sdc
export NUM_CORES = 4
export LEC_CHECK = 1
export CORE_UTILIZATION = 40

===== run.sh =====
#!/bin/bash
# OpenROAD 26Q1-2900-gdf79404cd8, Yosys 0.63+post, stock flow scripts
make -C /OpenROAD-flow-scripts/flow DESIGN_CONFIG=/design/flow/config.mk WORK_HOME=/design/flow/orfs finish

===== design.v =====
module MUX
(
input wire		CLK,
input wire		RST,
input wire	STBi,
input wire[7:0]	DATi,
output wire ACKi,
output reg STBo,
output wire [7:0] DATo0,
output wire [7:0] DATo1,
output wire [7:0] DATo2,
output wire [7:0] DATo3,
output wire [7:0] DATo4,
output wire [7:0] DATo5,
output wire [7:0] DATo6,
output wire [7:0] DATo7,
input wire ACKo
);
reg [7:0] RAM [0:7];
assign DATo0=RAM[0];
assign DATo1=RAM[1];
assign DATo2=RAM[2];
assign DATo3=RAM[3];
assign DATo4=RAM[4];
assign DATo5=RAM[5];
assign DATo6=RAM[6];
assign DATo7=RAM[7];
reg [2:0] index;
assign ACKi = STBi & ~STBo ;	 
always @(posedge CLK)
	if(ACKi) RAM[index]<=DATi;
always @(posedge CLK or posedge RST)
		if(RST) index<=0;
			else if (ACKi) index<=(index+1);
			else index<=index;
always @(posedge CLK or posedge RST)
		if(RST) STBo<=0;
			else if (index==7 && STBi) STBo<=1;
			else if(ACKo) STBo <= 0;
			else STBo<=STBo;
endmodule

==> deck_impl_summary.md <==
Flow Results at a Glance

Detailed routing
  • Detailed Route WL: 4140 um
  • Vias per inst: 4.428
  • Post-route DRC: 0
  • Initial DRC Count: around 60
  • Vias: roughly 1200
  • Routed WL per cell: around 16 um
  • Routed Antenna Nets: 0
  • First drt pass iteration count: 2
  • Antenna diode count: 0

Setup path
  • Top cell by count, worst path: clkdlybuf4s50_1
  • CP max stage cell: clkdlybuf4s50_1
  • WP data arrival: between 1500 and 2000 ps
  • Element type at the critical path end: output pin
  • Crit-path cells: clkdlybuf4s50_1, nor2b_4, clkdlybuf4s50_1
  • Cell family with most CP delay: buffers and inverters
  • Worst EP required: about 1800 ps
  • Max incr delay on CP: just over 500 ps
  • Crit Path Class: in -> out
  • Critical Path Source Type: input pin
  • Critical path buffers and inverters: 2
  • CP Max Fanout: 4

Hold path
  • Hold Path Class: in -> async

Power and ir drop
  • Total chip power: 3192 uW
  • Pwr Density: around 960 nW/um2
  • Worst VDD drop: ~0.75 mV
  • Lkg Pwr: approximately 0.0012 uW

STA
  • RSZ-0062 raised after global routing: no
  • Fin crit share: 92.32%
  • Final WS setup: 176.7 ps
  • Relative slew margins: roughly four fifths
  • Endpoints failing setup: 0
  • Worst-Margin Slew: between 300 and 400 ps
  • Worst hold margin: ~310 ps
  • Final Max Slew Viols: 0
  • Final hold violations: 0
  • FMAX: roughly 0.47 GHz
  • Setup TNS: 0 ps
  • Min Tclk post-route: between 2000 and 2500 ps
  • Clock Skew: approximately 4.8 ps

Place
  • Placement Setup Slack: around 170 ps
  • Placer Congestion: roughly 0.8
  • Placed Area: between 3000 and 4000 um2
  • PortBufs: between 70 and 80

GRT
  • Largest net degree at the start of global routing: 12
  • Vias in the first global route: ~1100
  • Total grt overflow: 0
  • First-pass GRT wire length: roughly 5900 um
  • Initial antenna violation count: 0
  • GRT Total Usage: about 16%

Clocking
  • Maximum root-to-sink buffer count: 2
  • CTS tree: done
  • Root buffer cell: clkbuf_8
  • Clock Sinks: 68
  • Clock-pin slew on the worst setup and hold paths: ~60 ps
  • Late-Pin Clk Latency: 330 ps
  • CTS buffer count: 9
  • Resized Gates After CTS: 0
  • Setup Fix Bufs, Post-CTS: 0
  • Cts hold-fix bufs: 0
  • H-tree level count: 3

Final layout
  • Post-route cell area: around 3300 um2
  • Area grow syn2layout: 52.50%
  • Share of post-route cells with drive strength above 1: 14.95%
  • Comb area: about 150 um2
  • Filler cell count: 346
  • Flop area: between 2000 and 2500 um2

Yosys
  • Yosys chip area: roughly 2200 um2
  • Register share after synthesis: ~93%
  • Post-synth area hogs: edfxtp_1 (88%), dfrtp_1 (4.6%), ha_1 (1.1%), mux2_2 (1.0%), nor2_1 (1.0%)
  • Number of distinct library cells after synthesis: 15
  • Largest area contributor in the netlist: edfxtp_1
  • Syn. warnings: 1
  • Mapped Area: roughly 2200 um2
  • Mapped Cells: about 90
  • Synth Register Bits: ~68
  • Cell total in the yosys stat output: about 91
  • Syn_area_per_cell: 23.97 um2
  • Synth top area share: between 80 and 90%

Run
  • # Max-Cap Violations: 0
  • Tool warning count: 25

Die
  • Chip area: between 5000 and 6000 um2
  • Die H: around 76 um
  • FP Core Util: between 40 and 50%
  • Std cell rows: 26
  • Core area: 5172 um2
  • DIE WIDTH: between 70 and 80 um
  • IO Pins: between 70 and 80

Run status
  • Status: finished clean
[layout make-up]
type | count | area share, %
Clock inverter | 6 | 2.408
Tap cell | 70 | 2.634
Clock buffer | 9 | 3.725
Timing Repair Buffer | 88 | 25.66
Multi-Input combinational cell | 21 | 4.552
Inverter | 2 | 0.2257
Sequential cell | 68 | 60.80
[sequential cells by signal, summed over array words and instances (netlist names)]
signal  flops
RAM        64
index       3
STBo        1
[synthesized netlist by cell type]
cell type  instances
dfrtp_1            4
edfxtp_1          64
ha_1               2
inv_1              2
mux2_2             2
nand2_1            2
nand2b_1           2
nand3b_1           1
nor2_1             6
nor2b_4            1
nor3_1             1
nor3_2             1
o21ai_0            1
or3b_4             1
xor2_1             1
[cell families (layout without fill, tap and decap cells)]
logic type | Yosys count | after routing | synth area share (%)
xor+xnor | 1 | 1 | 0.4017
fa+ha+maj | 2 | 2 | 1.147
buf+inv | 2 | 105 | 0.3444
flops | 68 | 68 | 92.71
simple gates | 15 | 15 | 4.131
compound gates | 1 | 1 | 0.2293
mux | 2 | 2 | 1.033
[worst paths after layout]
kind,slack (ps),cells after the start,start,endpoint
setup / recovery,180,3,STBi,ACKi
hold / removal,310,2,RST,index[2]$_DFFE_PP0P_
setup reg to reg,810,3,STBo$_DFFE_PP0P_,RAM[6][5]$_DFFE_PP_
hold reg to reg,530,1,index[0]$_DFFE_PP0P_,index[0]$_DFFE_PP0P_
max in group asynchronous,1850,2,RST,STBo$_DFFE_PP0P_
min in group clk0,530,1,index[0]$_DFFE_PP0P_,index[0]$_DFFE_PP0P_
[where the power goes]
| part | internal (uW) | switching (uW) |
|---|---|---|
| clock | 594 | 400 |
| sequential | 1560 | 92.0 |
| combinational | 338 | 203 |
| total | 2500 | 695 |
[layer usage]
layer | vias to the layer above | global-route usage, % | wire, um
li1 | 552 | - | -
met1 | 527 | 22.85 | 1592
met2 | 78 | 23.99 | 1940
met3 | 12 | 8.847 | 514
met4 | 0 | 3.292 | 93
met5 | - | 0 | 0
[per-stage QoR]
step	std cells	utilization, %
after floorplan	91	-
after global placement	249	60.35
after detailed placement	249	60.35
after CTS	264	64.30
after global routing	264	64.30
final	264	64.30
[placed cells by master (no fill, tap or decap), types with 2 or more instances in the layout]
cell,count
nand2_1,2
clkdlybuf4s50_1,77
bufinv_16,2
clkinv_1,2
edfxtp_1,64
inv_1,2
buf_4,11
dfrtp_1,4
ha_1,2
mux2_2,2
nor2_1,6
nand2b_1,2
clkbuf_8,9
Power and IR drop assume default switching activity.
