$ cat design.v
module DCT
#(
  parameter horizontal = 1		  
)
(
	input wire        CLK,  
	input wire        RST,  
	input wire i_stb,	
	input wire  [7:0] i_D0,
	input wire  [7:0] i_D1,
	input wire  [7:0] i_D2,
	input wire  [7:0] i_D3,
	input wire  [7:0] i_D4,
	input wire  [7:0] i_D5,
	input wire  [7:0] i_D6,
	input wire  [7:0] i_D7,
  	output wire o_stb, 
	output wire signed [7:0] o_D0,
	output wire signed [7:0] o_D1,
	output wire signed [7:0] o_D2,
	output wire signed [7:0] o_D3,
	output wire signed [7:0] o_D4,
	output wire signed [7:0] o_D5,
	output wire signed [7:0] o_D6,
	output wire signed [7:0] o_D7
  ); 
  	assign o_D0=s3_DST0;
	assign o_D1=s3_DST1;
	assign o_D2=s3_DST2;
	assign o_D3=s3_DST3;
	assign o_D4=s3_DST4;
	assign o_D5=s3_DST5;
	assign o_D6=s3_DST6;
	assign o_D7=s3_DST7;	
localparam  TRANSFORM_JPEG_IPREC_CONST_BITS   =     13																   ;
localparam  TRANSFORM_JPEG_IPREC_CONST_MULTIPLIER = (1<<TRANSFORM_JPEG_IPREC_CONST_BITS)							   ;
localparam  TRANSFORM_JPEG_IFAST_CONST_BITS       = 8																   ;
localparam  TRANSFORM_JPEG_IFAST_CONST_MULTIPLIER = (1<<TRANSFORM_JPEG_IFAST_CONST_BITS)							   ;
localparam  PASS1_BITS = 2																								;
localparam  Shift1st  = TRANSFORM_JPEG_IPREC_CONST_BITS - PASS1_BITS;												   ;
localparam  Add1st    = 1<<(Shift1st-1); 																			   ;
localparam  Shift2nd  = TRANSFORM_JPEG_IPREC_CONST_BITS + PASS1_BITS -1;										  ;
localparam  Add2nd    = 1<<(Shift2nd-1); 	
localparam Add = horizontal ? Add1st : Add2nd;
localparam Shift = horizontal ? Shift1st : Shift2nd;
localparam integer m_P_0o298631336 = (0.298631336 * TRANSFORM_JPEG_IPREC_CONST_MULTIPLIER)+ 0.5 ;
localparam integer m_P_0o390180644 = (0.390180644 * TRANSFORM_JPEG_IPREC_CONST_MULTIPLIER)+ 0.5 ;
localparam integer m_P_0o541196100 = (0.541196100 * TRANSFORM_JPEG_IPREC_CONST_MULTIPLIER)+ 0.5 ;
localparam integer m_P_0o765366865 = (0.765366865 * TRANSFORM_JPEG_IPREC_CONST_MULTIPLIER)+ 0.5 ;
localparam integer m_P_0o899976223 = (0.899976223 * TRANSFORM_JPEG_IPREC_CONST_MULTIPLIER)+ 0.5 ;
localparam integer m_P_1o175875602 = (1.175875602 * TRANSFORM_JPEG_IPREC_CONST_MULTIPLIER)+ 0.5 ;
localparam integer m_P_1o501321110 = (1.501321110 * TRANSFORM_JPEG_IPREC_CONST_MULTIPLIER)+ 0.5 ;
localparam integer m_P_1o847759065 = (1.847759065 * TRANSFORM_JPEG_IPREC_CONST_MULTIPLIER)+ 0.5 ;
localparam integer m_P_1o961570560 = (1.961570560 * TRANSFORM_JPEG_IPREC_CONST_MULTIPLIER)+ 0.5 ;
localparam integer m_P_2o053119869 = (2.053119869 * TRANSFORM_JPEG_IPREC_CONST_MULTIPLIER)+ 0.5 ;
localparam integer m_P_2o562915447 = (2.562915447 * TRANSFORM_JPEG_IPREC_CONST_MULTIPLIER)+ 0.5 ;
localparam integer m_P_3o072711026 = (3.072711026 * TRANSFORM_JPEG_IPREC_CONST_MULTIPLIER)+ 0.5 ;
  reg s1_stb;
  reg signed [31:0]  s1_D0;
  reg signed [31:0] s1_D1;
  reg signed [31:0] s1_D2;
  reg signed [31:0] s1_D3;
  reg signed [31:0] s1_D4;
  reg signed [31:0] s1_D5;
  reg signed [31:0] s1_D6;
  reg signed [31:0] s1_D7;	 
  reg signed [31:0] s1_E0;
  reg signed [31:0] s1_E1;
  reg signed [31:0] s1_E2;
  reg signed [31:0] s1_E3;
  reg signed [31:0] s1_O3;
  reg signed [31:0] s1_O2;
  reg signed [31:0] s1_O1;
  reg signed [31:0] s1_O0;	  
  always@(posedge CLK)begin   
	  s1_stb <= i_stb;
	  s1_D0 <=  i_D0 ;
	  s1_D1	<=  i_D1 ;
	  s1_D2	<=  i_D2 ;
	  s1_D3	<=  i_D3 ;
	  s1_D4	<=  i_D4 ;
	  s1_D5	<=  i_D5 ;
	  s1_D6	<=  i_D6 ;
	  s1_D7	<=  i_D7 ;
	  s1_E0	<=  i_D0 + i_D7;
	  s1_E1	<=  i_D1 + i_D6;
	  s1_E2 <=  i_D2 + i_D5;
	  s1_E3	<=  i_D3 + i_D4;
	  s1_O3	<=  i_D3 - i_D4;
	  s1_O2	<=  i_D2 - i_D5;
	  s1_O1	<=  i_D1 - i_D6;
	  s1_O0	<=  i_D0 - i_D7;	  
	  end
  reg s2_stb;
  reg signed [31:0] s2_D0;
  reg signed [31:0] s2_D1;
  reg signed [31:0] s2_D2;
  reg signed [31:0] s2_D3;
  reg signed [31:0] s2_D4;
  reg signed [31:0] s2_D5;
  reg signed [31:0] s2_D6;
  reg signed [31:0] s2_D7;	 
  reg signed [31:0] s2_E0;
  reg signed [31:0] s2_E1;
  reg signed [31:0] s2_E2;
  reg signed [31:0] s2_E3;
  reg signed [31:0] s2_O3;
  reg signed [31:0] s2_O2;
  reg signed [31:0] s2_O1;
  reg signed [31:0] s2_O0;	 
  reg signed [31:0] s2_EE0;
  reg signed [31:0] s2_EO0;
  reg signed [31:0] s2_EE1;
  reg signed [31:0] s2_EO1;
  reg signed [31:0] s2_B;
  reg signed [31:0] s2_B1;
  reg signed [31:0] s2_B2;
  reg signed [31:0] s2_B3;
  reg signed [31:0] s2_B4;
  reg signed [31:0] s2_A;
  always@(posedge CLK)begin  
	  s2_stb <= s1_stb;
	  s2_D0 <=  s1_D0 ;
	  s2_D1	<=  s1_D1 ;
	  s2_D2	<=  s1_D2 ;
	  s2_D3	<=  s1_D3 ;
	  s2_D4	<=  s1_D4 ;
	  s2_D5	<=  s1_D5 ;
	  s2_D6	<=  s1_D6 ;
	  s2_D7	<=  s1_D7 ;
	  s2_E0	<=  s1_E0;
	  s2_E1	<=  s1_E1;
	  s2_E2 <=  s1_E2;
	  s2_E3	<=  s1_E3;
	  s2_O3	<=  s1_O3;
	  s2_O2	<=  s1_O2;
	  s2_O1	<=  s1_O1;
	  s2_O0	<=  s1_O0;
	  s2_EE0 <=  s1_E0 + s1_E3;
	  s2_EO0 <=  s1_E0 - s1_E3;
	  s2_EE1 <=  s1_E1 + s1_E2;
	  s2_EO1 <=  s1_E1 - s1_E2;	
	s2_B  	<=  (s1_O0 + s1_O1 + s1_O2 + s1_O3)* m_P_1o175875602;
	s2_B1	<=(s1_O3+s1_O0)*(-m_P_0o899976223);
	s2_B2	<=(s1_O2+s1_O1)*(-m_P_2o562915447);
  end
  reg s2_stb_tmp;
  always@(posedge CLK)begin  
	s2_stb_tmp <= s2_stb;
	s2_B3<=(s1_O3+s1_O1)*(-m_P_1o961570560)+s2_B;
	s2_B4<=(s1_O2+s1_O0)*(-m_P_0o390180644)+s2_B;
	s2_A <=(s2_EO1+s2_EO0)*m_P_0o541196100;
  end
  reg signed [15:0] s3_DST0;
  reg signed [15:0] s3_DST1;
  reg signed [15:0] s3_DST2;
  reg signed [15:0] s3_DST3;
  reg signed [15:0] s3_DST4;
  reg signed [15:0] s3_DST5;
  reg signed [15:0] s3_DST6;
  reg signed [15:0] s3_DST7;
  reg s3_stb;  
  always@(posedge CLK)
 begin  	 
	  s3_stb<= s2_stb_tmp; 
	  s3_DST0 <=  (s2_EE0 + s2_EE1)<< PASS1_BITS;
	  s3_DST4 <=  (s2_EE0 - s2_EE1)<< PASS1_BITS;
	  s3_DST2 <=  (s2_A+ (s2_EO0 * m_P_0o765366865) + Add) >> Shift;
	  s3_DST6 <=  (s2_A +(s2_EO1 * (-m_P_1o847759065)) + Add) >> Shift;
	  s3_DST1 <=  (((s1_O0 * (m_P_1o501321110))+s2_B1 + s2_B4 + Add) >> Shift);	 
	  s3_DST3 <=  (((s1_O1 * (m_P_3o072711026))+s2_B2 + s2_B3 + Add) >> Shift);
	  s3_DST5 <=  (((s1_O2 * (m_P_2o053119869))+s2_B2 + s2_B4 + Add) >> Shift);
	  s3_DST7 <=  (((s1_O3 * (m_P_0o298631336))+s2_B1 + s2_B3 + Add) >> Shift);		
 end	 
  reg signed [15:0] s4_DST0;
  reg signed [15:0] s4_DST1;
  reg signed [15:0] s4_DST2;
  reg signed [15:0] s4_DST3;
  reg signed [15:0] s4_DST4;
  reg signed [15:0] s4_DST5;
  reg signed [15:0] s4_DST6;
  reg signed [15:0] s4_DST7;
  assign o_stb=s3_stb;
endmodule	
$ cat run.sh
#!/bin/bash
# OpenROAD 26Q1-2900-gdf79404cd8, Yosys 0.63+post, stock flow scripts
make -C /OpenROAD-flow-scripts/flow DESIGN_CONFIG=/design/flow/config.mk WORK_HOME=/design/flow/orfs finish
$ cat config.mk
export PLATFORM = sky130hd
export DESIGN_NAME = DCT
export DESIGN_NICKNAME = DCT
export VERILOG_FILES = /design/flow/design.v
export SDC_FILE = /design/flow/constraint.sdc
export NUM_CORES = 4
export LEC_CHECK = 1
export CORE_UTILIZATION = 40
$ cat constraint.sdc
current_design DCT

set clk_period 16.5
set clk_io_pct 0.2

create_clock -name clk0 -period $clk_period [get_ports {CLK}]

set non_clock_inputs [all_inputs -no_clocks]
set_input_delay [expr $clk_period * $clk_io_pct] -clock clk0 $non_clock_inputs
set_output_delay [expr $clk_period * $clk_io_pct] -clock clk0 [all_outputs]
==> impl_metrics.toml <==
# yosys + openroad results
[run_status]
outcome = "completed"

[final_timing]
finalClockSkew_ps = 38.3
setup_total_negative_slack_ps = 0
finalHoldViolCount = 0
maxSlewViolCount = 0
setup_repair_after_global_routing_missed_its_margin = "false"
max_freq_mhz = 128
post-route-period-util_pct = 47.4
worst-slew-pin-transition_ps = 782
final_period_minus_worst_setup_slack_ps = 7820
fin_hold_ws_ps = 324
max-slew-margin-rel_pct = 47.5
setup_violations = 0

[cells_and_area]
final_util_pct = 44.8
most-common-layout-cells = "sky130_fd_sc_hd__inv_1, sky130_fd_sc_hd__ha_1, sky130_fd_sc_hd__fa_1"
postLayoutCellArea_um2 = 44800
layout_top_cell = "sky130_fd_sc_hd__inv_1"
fill_cells = 9366
ff_latch_area_um2 = 5390
area_growth_syn_to_layout_pct = 10.9
drive_gt1_share_pct = 2.54
area.combinational_um2 = 31000

[clock_tree]
clock_tree.htree_level_count = 2
postCtsSetupRepairBufs = 0
cts.sinks = 269
clock-root-buffer = "sky130_fd_sc_hd__clkbuf_16"
cts.path.max_buffers = 3
cts_made_buffers = 39
worst_skew_pair_later_pin_latency_ps = 590
cts_hold_buf = 0
clkTransAtPathRegs_ps = 60
post_cts_resize_count = 0
clock_tree_from_tritoncts = "done"

[logic_synthesis]
numSynthFlops = 269
async_flop_share_pct = 0
synthCells = 4146
yosys-stat-cells = 4146
synth-seq-area-share_pct = 13.3
flop_cell = "sky130_fd_sc_hd__dfxtp_1"
yosys_warnings = 13
synth.cell_area_um2 = 40500
yosysUniqueCellTypes = 57
enable_flop_cells = 0
syn_area_cell_um2 = 9.76
synth.yosys.chip_area_um2 = 40500

[placed_design]
portBuffers = 126
dp_area_um2 = 43500
detailedPlacementHpwl_um = 78200
globalplace.congestion = 0.933

[floorplanning]
initial_utilization_pct = 40.4
design.core.area_um2 = 100000
rows = 116
chip_area_um2 = 102000
dieHeight_um = 320
die-width_um = 320
io_pins = 132

[min_path]
min-delay-path-class = "flop to flop"
worst_hold_path.endpoint = "s2_stb"
holdPathStages = 0
hold_path.startpoint = "s1_stb"

[routing]
detailedRoute.firstIterationViolations = 790
n_antenna_cell = 0
via_count = 26300
drc = 0
drt_pre_antenna_iters = 5
wl_per_cell_um = 15.8
drt-vias-per-instance = 4.64
drt.antenna.violating_nets = 0
totalWireLength_um = 89400

[critical_path]
critPathKind = "flop to flop"
worstPathArrival_ps = 8260
required_ps = 16940
critical_path_peak_fanout = 9
critical-path-slowest-cell = "sky130_fd_sc_hd__dfxtp_1"
setup.reg_to_reg.worst_slack_ps = 8680
critical_path.startpoint_type = "flop"
crit_path_most_repeated_cell = "sky130_fd_sc_hd__inv_1"
timing.critical_path.to_type = "flop"
timing.rr.start = "s1_O3[0]"
worstRegToRegCells = 29
r2r_end = "s2_B3[18]"
cp_slowest_stage_delay_ps = 650

[grt]
grt_first_pass_wirelength_um = 147000
globalRoute.totalOverflow = 0
grtUsageTotal_pct = 19.3
grt_antenna_before_repair = 2
first_global_vias = 27200
pin_count_of_the_biggest_net_entering_global_routing = 14

[job]
openroad.warnings = 114
maxCapViolCount = 0
routing by layer:
layer  share of wire [%]  up-vias  GRT usage (%)
met3                 6.8       93           5.45
met2                  45      449           30.2
li1                    -    13500              -
met1                  45    12200           27.5
met4                 2.7        4           3.89
met5               0.030        -              0
layout make-up:
class / instances / share of cell area, %
Multi-Input combinational cell: 2812 / 69.2
Sequential cell: 269 / 12.0
Inverter: 1059 / 8.86
Tap cell: 1298 / 3.62
Timing Repair Buffer: 153 / 3.26
Clock buffer: 48 / 2.37
Clock inverter: 21 / 0.644
sequential cells by signal (all words and copies together) (netlist names), 17 cells and up:
name / flops
s2_B3: 19
s2_B1: 19
s2_B2: 17
s2_A: 18
s2_B: 19
s2_B4: 19
Yosys cell counts, drive strengths merged (10+ instances only):
cell	instances	area [µm²]
nor2	210	788
nand3	32	160
o21bai	55	413
inv	1059	3980
a21oi	159	803
xor2	91	797
nand2b	29	181
nand2	62	233
and3	15	93.8
nor2b	40	250
fa	507	10100
nor3	48	240
a21boi	10	75.1
xnor2	279	2440
o21ai	79	395
dfxtp	269	5390
ha	995	12400
o21a	22	165
a21o	60	450
metrics by stage:
stage,setup slack [ps],std cells
4_1_cts,8720,5660
2_1_floorplan,9180,4149
3_5_place_dp,8770,5591
6_report,8680,5660
5_1_grt,8040,5660
3_3_place_gp,8730,5591
critical path, delay by kind of cell, from the launching register on:
family,cells,cell delay [ps]
AOI/OAI and AO/OA,7,1460
xor gates and xnor gates,3,990
adders and majority gates,9,3690
buffers and inverters,6,410
DFF,1,650
and+or+nand+nor,4,490
cell families after synthesis:
group | synth area share (%)
compound gates | 7.40
mux | 0.0526
flops | 13.3
fa+ha+maj | 55.9
other cells | 0.00927
simple gates | 5.39
xor+xnor | 8.01
buf+inv | 9.97
worst max path at each step:
stage	slack (ps)	end	start
after global routing	8040	s2_B3[18]	s1_O3[0]
final	8680	s2_B3[18]	s1_O3[0]
after CTS	8720	s2_B[18]	s1_O3[1]
